==> design.v <==
module register_select #(parameter WIDTH = 32)(
    input clk, rst,
    input[4:0] RS1, RS2, RD,
    input[WIDTH-1:0] RD_data,
    output[WIDTH-1:0] RS1_data, RS2_data
);
    reg[WIDTH-1:0] Reg_list [0:WIDTH-1];
   integer i;
   always@(posedge clk)begin
        if(rst)begin
            for(i = 0; i < WIDTH; i = i + 1)
                Reg_list[i] <= 32'b0;
        end
        Reg_list[RD] = RD_data;
   end
   assign RS1_data = Reg_list[RS1];
   assign RS2_data = Reg_list[RS2]; 
endmodule
==> run.sh <==
#!/bin/bash
# OpenROAD 26Q1-2900-gdf79404cd8, Yosys 0.63+post, stock flow scripts
make -C /OpenROAD-flow-scripts/flow DESIGN_CONFIG=/design/flow/config.mk WORK_HOME=/design/flow/orfs finish
==> config.mk <==
export PLATFORM = sky130hd
export DESIGN_NAME = register_select
export DESIGN_NICKNAME = register_select
export VERILOG_FILES = /design/flow/design.v
export SDC_FILE = /design/flow/constraint.sdc
export NUM_CORES = 4
export LEC_CHECK = 1
export CORE_UTILIZATION = 50
==> constraint.sdc <==
current_design register_select

set clk_period 10.9
set clk_io_pct 0.2

create_clock -name clk0 -period $clk_period [get_ports {clk}]

set non_clock_inputs [all_inputs -no_clocks]
set_input_delay [expr $clk_period * $clk_io_pct] -clock clk0 $non_clock_inputs
set_output_delay [expr $clk_period * $clk_io_pct] -clock clk0 [all_outputs]
==> summary.txt <==
Summary of implementation figures.

Clock tree
CTS saw 1,024 sinks. The number of setup buffers added after CTS is 0. The tree is rooted in a clkbuf_16. The timing report gives the clock slew at the launch and capture registers of the worst setup and hold paths as approximately 0.060 ns. Once the clock tree was built, the resizer swapped 0 gates to a different size.

TritonCTS built the clock tree. The number of buffers added by the clock tree synthesis step is 115. The number of buffers inserted by hold repair at cts is 0.

The maximum level of the CTS H-tree is 3. The maximum root-to-sink buffer count is 3.

Timing
Static timing analysis puts the maximum clock frequency at 128 MHz. The aggregate negative setup slack is 0 ns. The number of setup violations in the final report is 0. The final critical-path required period is 7.84 ns. Setup repair after global routing left no endpoint under its margin.

Checking max transition, the worst relative margin is 0.388. Post-route period utilization is reported as 0.719. The max-slew violation count is 0. For the pin with the worst max-slew slack, the measured transition is 0.916 ns. The count of endpoints failing hold in the final timing report is 0.

The tightest hold margin is 2.42 ns.

Critical path
The largest stage delay on the critical path is 0.73 ns. Counting both buffers and inverters, the worst setup path holds a total of 3. The worst setup path is captured at an output pin. On the critical path the largest part of the delay comes from buffers and inverters. The type of element launching the critical path is a primary input. The data arrival time reported for the critical path is 5.66 ns. By instance count, the cell type seen most on the critical path is clkdlybuf4s50_1.

The critical path goes through clkdlybuf4s50_1 -> nor2_4 -> buf_4 -> a22o_1 -> nor3_1 -> a31oi_1 -> nand3_1 -> clkdlybuf4s50_1. The peak fanout along the critical path is 40. At the worst endpoint, the required time is 8.72 ns.

The slowest stage of the critical path is the buf_4 cell. The critical path class is primary input to output pin.

Job
The number of warnings in the stage logs is 26. The report counts max-capacitance violations totalling 0.

Routing
The DRC violation total left in the routed layout is recorded as 0. In the routed layout, each cell is associated on average with a via count of around 6.2. The detailed-route wire length is 203,000 µm.

Across all layers, the routed design uses 38,200 vias. For this sky-water flow run, the detailed-routed wirelength per cell is reported as 32.9 µm. Per the log, the first TritonRoute iteration ended with a DRC count of between 2,000 and 3,000. The iteration count of the initial detailed-routing pass is 8. Nets still carrying antenna violations after routing amount to 0.

Logic synthesis
Yosys attributes the largest share of cell area to edfxtp_1 (55%), mux2i_1 (18%), and2_1 (11%). For this run, the number of Yosys warnings is 1. The most common cell in the netlist is and2_1. The mean instance size in the synthesized netlist is ~12 µm².

The count of library flops with an enable pin is 1,024. After synthesis, the most frequently instantiated cells are and2_1 (1,026), edfxtp_1 (1,024), mux2i_1 (1,024). After synthesis the netlist holds a flip-flop and latch count of 1,024. The yosys-reported design area after synthesis is 56,200 µm². The share of Yosys cell area claimed by the top area cell type is 0.547. Of the synthesized area, sequential elements account for 0.547. The synthesized design spends more area on one cell type than any other, namely edfxtp_1. The number of distinct library cell variants in the gate-level netlist after synthesis is 26. The number of cells reported by Yosys stat comes to roughly 4,600. The cell count after synthesis came out at 4,639. Before any placement, the netlist area is recorded as 56,200 µm².

Yosys reported that registers with async set or reset make up 0. The most instantiated flip-flop cell in the synthesis netlist is edfxtp_1.

Global route
The total congestion overflow after global routing is 0. The number of global-route vias before repair is 39,100. The initial antenna violation count was 10. The pin count of the biggest net entering global routing is 85. The wire length of the first global-routing pass is 283,000 µm. The global router's overall resource usage is 0.390.

Cells and area
In the final layout, the registers with the most flip-flops are Reg_list: 1024 flops. The number of flip-flops under the largest register name is just over 1,000. Reg_list holds more flip-flops than any other register. Per the final layout report, the fraction of cells sized above drive strength 1 comes to 0.0822. The final non-filler cell total is 6,166.

The flow measured a signed area growth from synthesis to layout of 10.4%.

Place
The placer's final routability congestion estimate is 0.897. The count of buffers added on input and output ports is ~110. The half-perimeter wire length after detailed placement is 111,000 µm. Including well taps, the total number of placed cells is 5,942.

Pwr
The power report attributes to the clock group a share of 0.387. The part of the power in registers is 0.485. The net switching component of the power is between 2000 and 2500 µW. The internal portion of the total power is between 7000 and 8000 µW. The worst voltage drop across the vdd grid is 0.126 mV. The power density over cell area is 156 nW/µm². The combinational share of power is 0.128. The leakage component of the power was reported as 0.0241 µW. The script computed the net switching share of total power as 0.256.

Die
The x dimension of the die is 337 µm. The chip occupies 114,000 µm². The number of top-level pins is 113.

The placeable core area is 111,000 µm². In this run the core area contains 122 standard-cell rows. The effective utilization at floorplan is 0.506. The vertical die size is 337 µm.

Worst hold path
The type of the tightest min-delay check is primary input to flip-flop.

Outcome
The run finished with clean final reports.
-- power groups by stage --
stage	registers [µW]	clock network [µW]	logic [µW]
after CTS	4700	3780	1230
after global routing	4730	3930	1310
final	4700	3750	1250
-- stage by stage --
| stage | setup WS, ns | utilization | total power (µW) | instance area, µm² |
|---|---|---|---|---|
| 2_1_floorplan | 5.49 | - | 5470 | 56200 |
| 3_3_place_gp | 3.17 | 0.526 | 6000 | 58400 |
| 3_5_place_dp | 3.21 | 0.526 | 6010 | 58400 |
| 4_1_cts | 3.18 | 0.558 | 9710 | 62000 |
| 5_1_grt | 3.01 | 0.558 | 9970 | 62000 |
| 6_report | 3.06 | 0.559 | 9700 | 62000 |
-- per-layer routing --
| metal | share of wire | wire (µm) | global-route usage |
|---|---|---|---|
| met2 | 0.44 | 89600 | 0.548 |
| met1 | 0.35 | 70200 | 0.490 |
| met3 | 0.16 | 32200 | 0.258 |
| met5 | 0.0020 | 415 | 0.0243 |
| met4 | 0.051 | 10300 | 0.160 |
-- cells in the final DEF, fill, tap and decap left out --
| cell type | synthesis | routed |
|---|---|---|
| buf_4 | 61 | 143 |
| edfxtp_1 | 1024 | 1024 |
| and2_4 | 0 | 2 |
| or3_1 | 1 | 1 |
| a22oi_1 | 192 | 192 |
| nand2_1 | 196 | 194 |
| clkdlybuf4s50_1 | 0 | 110 |
| a21oi_1 | 192 | 192 |
| buf_8 | 0 | 2 |
| or2_2 | 35 | 35 |
| inv_6 | 0 | 2 |
| mux2i_1 | 1024 | 1024 |
| nor2_4 | 8 | 34 |
| nor2b_4 | 0 | 4 |
| nor2_1 | 25 | 1 |
| buf_12 | 0 | 10 |
| nand3_1 | 193 | 193 |
| and2_1 | 1026 | 1024 |
| clkbuf_1 | 246 | 31 |
| or3b_4 | 2 | 2 |
| nand2_2 | 0 | 2 |
| clkbuf_16 | 0 | 119 |
| a31oi_1 | 64 | 64 |
| nand2b_1 | 6 | 2 |
| clkinv_1 | 0 | 31 |
| nor3_1 | 64 | 64 |
| a22o_1 | 128 | 128 |
| nand2b_2 | 0 | 4 |
| clkinv_2 | 0 | 15 |
| diode_2 | 0 | 17 |
| nand3b_1 | 3 | 3 |
| bufinv_16 | 0 | 9 |
-- cells by family (layout without fill, tap and decap cells) --
group / count (synthesis) / count (layout) / share of synthesized area
mux: 1024 / 1024 / 0.182
compound gates: 576 / 576 / 0.0699
other cells: 0 / 17 / 0
simple gates: 1565 / 1565 / 0.160
buf+inv: 450 / 472 / 0.0405
flops: 1024 / 1024 / 0.547
-- final timing paths --
kind              slack, ns  depth (start not counted)                              to         from
setup / recovery       3.06                          8                     RS1_data[0]       RS1[0]
hold / removal         2.42                          3  Reg_list[18][22]$_SDFFCE_PN0P_  RD_data[22]
-- layout make-up --
type                    count  area [µm²]
diodes                     17        42.5
multi-input cells        3165       23400
clock inverters            57         479
flip-flops and latches   1024       30700
clock buffers             150        3090
repair buffers            265        2400
fillers                  8946       49000
well taps                1488        1860
Power is estimated from default activity; no workload was simulated.
