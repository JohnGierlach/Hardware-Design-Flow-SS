File: /design/flow/design.v
`timescale 1ns / 1ps
module alu_top#(parameter WIDTH = 32)
(
    input clk,
    input rst,
    input signed[WIDTH-1:0] RS1,
    input signed[WIDTH-1:0] RS2,
    input[2:0] Funct3,
    input[6:0] Funct7,
    input[6:0] opcode,
    input[11:0] Imm_reg,
    input[4:0] Shamt,
    output [WIDTH-1:0] RD
);
    localparam ADD = 0, SLL = 1, SLT = 2, SLTU = 3, XOR = 4, SRL = 5, OR = 6, AND = 7, NOP = 8; 
    reg[WIDTH-1:0] temp_RD;
    always@(*)begin  
        if(rst)
            temp_RD <= 0;
        else if(opcode == 7'b0110011)begin
            case(Funct3)
                ADD:  temp_RD <=(Funct7 == 7'h20) ? RS1 - RS2 : RS1 + RS2;  
                SLL:  temp_RD <= RS1 << RS2;
                SLT:  temp_RD <= (RS1 < RS2) ? 1'b1:1'b0;
                SLTU: temp_RD <= (RS1 < RS2) ? 1'b1:1'b0;
                XOR:  temp_RD <= RS1 ^ RS2; 
                SRL:  temp_RD <= (Funct7 == 7'h20) ? RS1 >>> RS2 : RS1 >> RS2;
                OR:   temp_RD <= RS1 | RS2;
                AND:  temp_RD <= RS1 & RS2;
                default: temp_RD <= temp_RD;
            endcase
        end
        else if(opcode == 7'b0010011) begin
            case(Funct3)
                ADD:  temp_RD <= (Funct7 == 7'h20) ? RS1 - Imm_reg : RS1 + Imm_reg;  
                SLL:  temp_RD <= RS1 << Shamt;
                SLT:  temp_RD <= (Imm_reg < RS1) ? 1'b1:1'b0;
                SLTU: temp_RD <= (Imm_reg < RS1) ? 1'b1:1'b0;
                XOR:  temp_RD <= Imm_reg ^ RS1; 
                SRL:  temp_RD <= (Funct7 == 7'h20) ? RS1 >>> Shamt : RS1 >> Shamt;
                OR:   temp_RD <= Imm_reg | RS1;
                AND:  temp_RD <= Imm_reg & RS1;
                default: temp_RD <= temp_RD;
            endcase
        end
        else
            temp_RD <= 0;
    end
    assign RD = temp_RD;
endmodule
File: /design/flow/config.mk
export PLATFORM = sky130hd
export DESIGN_NAME = alu_top
export DESIGN_NICKNAME = alu_top
export VERILOG_FILES = /design/flow/design.v
export SDC_FILE = /design/flow/constraint.sdc
export NUM_CORES = 4
export LEC_CHECK = 1
export CORE_UTILIZATION = 30
File: /design/flow/constraint.sdc
current_design alu_top

set clk_period 16.0
set clk_io_pct 0.2

create_clock -name clk0 -period $clk_period

set non_clock_inputs [all_inputs -no_clocks]
set_input_delay [expr $clk_period * $clk_io_pct] -clock clk0 $non_clock_inputs
set_output_delay [expr $clk_period * $clk_io_pct] -clock clk0 [all_outputs]
File: /design/flow/run.sh
#!/bin/bash
# OpenROAD 26Q1-2900-gdf79404cd8, Yosys 0.63+post, stock flow scripts
make -C /OpenROAD-flow-scripts/flow DESIGN_CONFIG=/design/flow/config.mk WORK_HOME=/design/flow/orfs finish
==> reports/qor.yml <==
status: "finished clean"
tool_warnings: 121
drt_wl_total_um: 101000
maxCapViolCount: 0
vias: 21300
slowest_stage: "a2111oi_2"
cp-end-kind: "primary output"
p_clk_share_pct: 0
fin_cells: 3177
hp-start: "opcode[0]"
antenna_found_initial: 4
fp.dieH_um: 237
p_seq_share_pct: 0
period_used_pct: 74.4
hold_viol: 0
p_switching_uw: 393
first_pass_iters: 6
setup_viol: 0
die_area_mm2: 0.0563
cp-start-kind: "input pin"
total_power_uw: 600
finalCriticalPeriod_ns: 11.90
crit_chain: "clkdlybuf4s50_1, buf_4, inv_1, ha_1, nor2_1, a221o_1, a2111oi_2, nor3_1, nor2_1, a21oi_1, xnor2_1, a221oi_1, nor4_1, clkdlybuf4s50_1"
num_antenna_cells: 0
grt_max_degree: 77
slew_violations: 0
max_freq_mhz: 84.0
synthCells: 2509
syn_area_per_cell_um2: 6.62
grt_setup_unrepaired: "no"
cts_resized: 0
flop-count: 0
crit_path_max_incr_delay_ns: 0.78
yosysUniqueCellTypes: 95
cp_max_fo: 21
hold_depth: 5
pwr-share-comb_pct: 100.0
drt_iter0_drc: 2751
die_x_um: 237
io_buffers: 131
coreArea_mm2: 0.0542
flop_area_um2: 0
crit_required_ns: 12.80
vias_per_cell: 6.70
drt-wirelength-per-cell_um: 31.9
gr-total-overflow: 0
rows: 85
yosysWarnings: 1
syn_area_mm2: 0.0166
fin_tns_setup_ns: 0
post-place-cells: 3177
initial_core_util_pct: 30.6
ios: 132
hpwlAfterDp_um: 75200
ys_cells: 2509
worstPathArrival_ns: 8.70
irDropWorstVdd_mv: 0.0167
ctsHoldBuffers: 0
drive_gt1_share_pct: 11.1
antenna_left: 0
gp_congestion: 1.09
p_int_uw: 207
area_growth_pct: 10.8
whs_endpoint: "RD[17]"
yosys_area_mm2: 0.0166
drc_errors: 0
synth_seq_share_pct: 0
relSlewSlack_pct: 25.6
grtUsageTotal_pct: 35.7
post_cts_buffers: 0
p_leak_uw: 0.00688
grt_pass1_wl_um: 144000
power.density_mw_per_mm2: 32.6
grt_pass1_vias: 19700
sw_frac_of_total_pct: 65.5
clockBufferCount: 0
critical_path_class: "input pin to primary output"
tightestPinTransition_ns: 1.10
hp-class: "input pin to primary output"
-- power by group through the flow --
stage     clock network, µW  registers [µW]  logic [µW]
5_1_grt                   0               0         631
6_report                  0               0         600
4_1_cts                   0               0         578
-- worst max path at each step --
stage / from / end / slack, ns / cells after the start
after CTS: RS1[11] / RD[17] / 4.27 / 14
after global routing: RS1[11] / RD[17] / 4.04 / 14
final: RS1[11] / RD[17] / 4.10 / 14
-- through the flow --
step | hold slack [ns] | instance area (µm²) | util [%] | setup WS (ns)
5_1_grt | 7.61 | 18400 | 33.9 | 4.04
2_1_floorplan | 6.41 | 16600 | - | 6.17
6_report | 7.62 | 18400 | 33.9 | 4.10
3_3_place_gp | 7.60 | 18400 | 33.9 | 4.29
4_1_cts | 7.61 | 18400 | 33.9 | 4.27
3_5_place_dp | 7.60 | 18400 | 33.9 | 4.29
-- synthesized netlist by cell type (15+ instances only) --
cell type,number,area (µm²)
nor2_1,303,1140
a21oi_1,258,1290
o21ai_0,257,1290
nand2_1,223,837
clkbuf_1,151,567
ha_1,132,1650
inv_1,119,447
mux2i_1,111,1110
mux4_2,85,1910
nor3_1,70,350
buf_2,64,320
a211oi_1,52,390
nand3_1,49,245
xnor2_1,48,420
o211ai_1,36,270
a221oi_1,35,307
a31oi_1,35,219
buf_1,29,109
mux2_2,27,304
o22ai_1,22,138
or3_1,20,125
o31ai_1,19,143
nor4_1,18,113
a21o_1,17,128
o221ai_1,17,149
nand2b_1,15,93.8
o21a_1,15,113
-- worst max-delay path: cells and delay by family --
family          cells  cell delay [ns]
compound gates      4             1.51
xor+xnor            1             0.38
fa+ha+maj           1             0.63
simple gates        4             1.18
buf+inv             4             1.77
-- cells by family after synthesis --
kind of cell / count (synthesis) / share of synthesized area, %
mux: 223 / 20.0
buf+inv: 378 / 9.36
compound gates: 929 / 35.8
xor+xnor: 56 / 2.95
simple gates: 787 / 21.4
fa+ha+maj: 136 / 10.4
-- metal layers --
| metal | GRT usage [%] | share of wire (%) |
|---|---|---|
| met1 | 48.8 | 41 |
| met2 | 52.0 | 42 |
| met3 | 13.4 | 13 |
| met4 | 11.6 | 4.1 |
| met5 | 0 | 0.045 |
-- layout by cell type (no fill, tap or decap), types with 22 or more instances in the layout --
cell type        count
a211oi_1            52
a21oi_1            258
a221oi_1            35
a31oi_1             35
buf_4              101
clkdlybuf4s50_1    121
ha_1               132
inv_1              119
mux2_2              27
mux2i_1            111
mux4_2              85
nand2_1            223
nand3_1             49
nor2_1             300
nor3_1              69
o211ai_1            36
o21ai_0            257
o22ai_1             22
xnor2_1             48
-- final cells by class --
type	count	area (µm²)
Fill cell	5895	35800
Multi-Input combinational cell	2131	15100
Timing Repair Buffer	226	1990
Tap cell	696	871
Inverter	124	465
No activity file was given, so power comes from the tool's default toggle rates.
